===== design/flow/run.sh =====
#!/bin/bash
# OpenROAD 26Q1-2900-gdf79404cd8, Yosys 0.63+post, stock flow scripts
make -C /OpenROAD-flow-scripts/flow DESIGN_CONFIG=/design/flow/config.mk WORK_HOME=/design/flow/orfs finish

===== design/flow/config.mk =====
export PLATFORM = sky130hd
export DESIGN_NAME = top
export DESIGN_NICKNAME = top
export VERILOG_FILES = /design/flow/design.v
export SDC_FILE = /design/flow/constraint.sdc
export NUM_CORES = 4
export LEC_CHECK = 1
export CORE_AREA = 10 10 108 108
export DIE_AREA = 0 0 118 118

===== design/flow/constraint.sdc =====
current_design top

set clk_period 4.1
set clk_io_pct 0.2

create_clock -name clk0 -period $clk_period [get_ports {clk_i}]

set non_clock_inputs [all_inputs -no_clocks]
set_input_delay [expr $clk_period * $clk_io_pct] -clock clk0 $non_clock_inputs
set_output_delay [expr $clk_period * $clk_io_pct] -clock clk0 [all_outputs]

===== design/flow/design.v =====
module top(input clk_i, output led_o);
   reg  led_reg;
   wire baseclk;
   clkdiv #(.DIV(1000000)) slowclk (clk_i, baseclk);
   always @(posedge baseclk) begin;
      led_reg <= ~led_reg;
   end
   assign led_o = led_reg;
endmodule
module clkdiv #(parameter DIV = 24'd5000)(
    input wire clk_i,
    output wire clk_o
    );
    reg [24:0] count = 25'b0;
    reg clk_o_internal = 1;
    always @(posedge clk_i) begin
        count <= count + 25'b1;
        if(count == DIV) begin
            count <= 25'b0;
            clk_o_internal <= ~clk_o_internal;
        end
    end
    assign clk_o = clk_o_internal;
endmodule

==> flow_metrics.env <==
# source this file to load flow results
export IMPL_status="finished clean"
export IMPL_path_cells="inv_1 > ha_1 > or4b_2 > nor3_1 > buf_4"
export IMPL_drt_vias_per_instance=3.15
export IMPL_max_stage_delay_ps=580
export IMPL_core_um2=9280
export IMPL_portBuffers=1
export IMPL_drtIter0Drc=71
export IMPL_finClkSkew_ps=3.74
export IMPL_drive_above_1_share_pct=5.65
export IMPL_finalCriticalPeriod_ps=2160
export IMPL_cp_start_kind="register"
export IMPL_syn2layout_area_growth_pct=19.0
export IMPL_top_usage_layer="met2"
export IMPL_slew_viol_final=0
export IMPL_maxCapViolCount=0
export IMPL_ys_warn_count=2
export IMPL_antenna_cells=0
export IMPL_yosysUniqueCellTypes=26
export IMPL_synth_flop_count=27
export IMPL_p_comb_share_pct=0
export IMPL_rows=35
export IMPL_antenna_found_initial=0
export IMPL_pwr_share_clk_pct=36.2
export IMPL_finalSetupTns_ps=0
export IMPL_finalSetupViolCount=0
export IMPL_cts_buffers_inserted=3
export IMPL_critical_path_class="register to register"
export IMPL_unclocked_pins=1
export IMPL_largest_register_ffs=25
export IMPL_cpLargestDelayFamily="simple AND/OR/NAND/NOR gates"
export IMPL_clockBufferDepth=2
export IMPL_grt_max_degree=15
export IMPL_warnings=26
export IMPL_initCoreUtil_pct=12.2
export IMPL_clkTransAtPathRegs_ps=90
export IMPL_cts_hold_buf=0
export IMPL_clock_root_buffer="clkbuf_8"
export IMPL_cts_resized=0
export IMPL_num_io_pins=2
export IMPL_h_tree_depth=1
export IMPL_dr_pass1_iters=4
export IMPL_drc=0
export IMPL_grt_overflow=0
export IMPL_p_switching_uw=74.5
export IMPL_leakage_uw=0.000432
export IMPL_endpoint_kind="register"
export IMPL_postSynthCellCount=120
export IMPL_met3_usage_pct=0.778
export IMPL_die_h_um=118
export IMPL_crit_buf_inv=2
export IMPL_seqPwrFrac_pct=63.8
export IMPL_ys_cells=120
export IMPL_grt_use_total_pct=2.88
export IMPL_slowest_stage="or4b_2"
export IMPL_worst_ep_required_time_ps=4090
export IMPL_use_met1_pct=4.13
export IMPL_cts_tree="built"
export IMPL_total_power_uw=397
export IMPL_p_per_area_nw_per_um2=295
export IMPL_grt_pass1_wl_mm=3.57
export IMPL_gp_congestion=0.758
export IMPL_period_used_pct=52.7
export IMPL_path_max_fanout=6
export IMPL_rsz0062_at_grt="false"
export IMPL_final_hold_viol_count=0
export IMPL_ys_area_um2=1130
export IMPL_die_width_um=118
export IMPL_clkLatencyLatePin_ps=260
export IMPL_wire_per_inst_um=7.55
export IMPL_internal_power_uw=323
export IMPL_syn_avg_cell_area_um2=9.42
export IMPL_drt_wl_total_mm=1.91
export IMPL_dpl_hpwl_mm=1.39
export IMPL_hp_class="register to register"
export IMPL_num_vias=798
export IMPL_syn_area_um2=1130
export IMPL_grt_pass1_vias=808
export IMPL_max_freq_mhz=463
export IMPL_worst_slew_pin_slew_ps=628
export IMPL_met2_usage_pct=4.44
export IMPL_worstPathArrival_ps=2150
export IMPL_post_cts_setup_buffers=0
export IMPL_slew_headroom_pct=57.8
export IMPL_switching_share_pct=18.7
export IMPL_vdd_drop_max_uv=153
export IMPL_dieArea_um2=13900
export IMPL_ant_nets=0
export IMPL_untimed_endpoints=2
export IMPL_synth_seq_share_pct=48.7
-- worst register-to-register path, cell delays in order (launching register included) --
cell	delay, ps
dfxtp_1	350
inv_1	70
ha_1	120
or4b_2	580
nor3_1	520
buf_4	250
-- power by group through the flow --
stage	Sequential, uW	Combinational, uW	Clock, uW
4_1_cts	254	0.000189	148
5_1_grt	254	0.000189	155
6_report	254	0.000189	144
-- area by class of cell --
cell class              instances  area [um2]
clock buffers                   4        45.0
repair buffers                  2        17.5
inverters                       8        30.0
flip-flops and latches         27         551
well taps                     129         161
fillers                      1071        7940
multi-input cells              83         541
-- final timing paths --
check                               startpoint                                to  slack [ps]  cells past startpoint
hold reg to reg   slowclk.count[24]$_SDFF_PN0_      slowclk.count[24]$_SDFF_PN0_         450                      1
setup / recovery   slowclk.count[0]$_SDFF_PN0_  slowclk.clk_o_internal$_DFFE_PN_        1940                      5
hold / removal    slowclk.count[24]$_SDFF_PN0_      slowclk.count[24]$_SDFF_PN0_         450                      1
setup reg to reg   slowclk.count[0]$_SDFF_PN0_  slowclk.clk_o_internal$_DFFE_PN_        1940                      5
-- synth_stat cells (all sizes together) --
| master | instances | area, um2 |
|---|---|---|
| dfxtp | 26 | 521 |
| xnor2 | 14 | 123 |
| nor2 | 11 | 41.3 |
| inv | 8 | 30.0 |
| nand3 | 8 | 45.0 |
| nand4 | 8 | 50.1 |
| nand2 | 6 | 22.5 |
| nor3 | 6 | 30.0 |
| xor2 | 6 | 52.6 |
| nor4 | 5 | 31.3 |
| or4 | 4 | 30.0 |
| a21oi | 3 | 15.0 |
| and4 | 2 | 17.5 |
| ha | 2 | 25.0 |
| o31ai | 2 | 15.0 |
| and3 | 1 | 6.26 |
| buf | 1 | 5.00 |
| clkbuf | 1 | 3.75 |
| edfxtp | 1 | 30.0 |
| nor2b | 1 | 6.26 |
| nor4b | 1 | 8.76 |
| o21ai | 1 | 5.00 |
| or3 | 1 | 6.26 |
| or4b | 1 | 10.0 |
-- placed cells by master (no fill, tap or decap), drive strengths merged --
cell / count
dfxtp: 26
xnor2: 14
nor2: 11
nand4: 8
inv: 8
nand3: 8
nand2: 6
nor3: 6
xor2: 6
nor4: 5
or4: 4
clkbuf: 4
a21oi: 3
and4: 2
o31ai: 2
ha: 2
and3: 1
or4b: 1
nor4b: 1
nor2b: 1
o21ai: 1
or3: 1
clkdlybuf4s50: 1
buf: 1
edfxtp: 1
-- per-layer routing --
layer | routed length (um) | vias to the layer above | share of wire [%]
li1 | - | 434 | -
met1 | 994 | 350 | 52
met2 | 824 | 12 | 43
met3 | 77 | 2 | 4.0
met4 | 14 | 0 | 0.73
met5 | 0 | - | 0
-- logic make-up (layout without fill, tap and decap cells) --
logic type / Yosys count / count (layout) / share of synthesized area, %
AND-OR/OR-AND: 6 / 6 / 3.10
AND/OR/NAND/NOR: 55 / 55 / 27.0
XOR/XNOR: 20 / 20 / 15.5
flip-flops: 27 / 27 / 48.7
buffers and inverters: 10 / 14 / 3.43
adder cells (fa/ha/maj): 2 / 2 / 2.21
-- through the flow --
stage	instance area [um2]	util [%]	hold slack, ps	std cells	setup slack, ps
4_1_cts	1350	14.5	458	253	1930
6_report	1350	14.5	452	253	1940
5_1_grt	1350	14.5	490	253	1790
2_1_floorplan	1130	-	423	120	2190
3_5_place_dp	1300	14.0	442	249	1930
3_3_place_gp	1300	14.0	445	249	1990
Power is estimated from default activity; no workload was simulated.
